**./config.mk**
```make
export PLATFORM = sky130hd
export DESIGN_NAME = memDP
export DESIGN_NICKNAME = memDP
export VERILOG_FILES = /design/flow/design.v
export SDC_FILE = /design/flow/constraint.sdc
export NUM_CORES = 4
export LEC_CHECK = 1
export CORE_UTILIZATION = 30
export SYNTH_HDL_FRONTEND = slang
```
**./constraint.sdc**
```tcl
current_design memDP

set clk_period 7.0
set clk_io_pct 0.2

create_clock -name clk0 -period $clk_period [get_ports {clock}]

set non_clock_inputs [all_inputs -no_clocks]
set_input_delay [expr $clk_period * $clk_io_pct] -clock clk0 $non_clock_inputs
set_output_delay [expr $clk_period * $clk_io_pct] -clock clk0 [all_outputs]
```
**./design.v**
```verilog
module memDP
  #(parameter WIDTH      = 32,
    parameter DEPTH      = 32,
    parameter READ_PORTS = 1,
    parameter BYPASS_EN  = 0    
   )
   ( 
    input                                            clock,
    input                                            reset,
    input        [READ_PORTS-1:0]                    re,      
    input        [READ_PORTS-1:0][$clog2(DEPTH)-1:0] raddr,   
    output logic [READ_PORTS-1:0][WIDTH        -1:0] rdata,   
    input                                            we,      
    input                       [$clog2(DEPTH)-1:0]  waddr,   
    input                       [WIDTH        -1:0]  wdata    
   );
logic [DEPTH-1:0][WIDTH-1:0]  memData;
genvar i;
generate
    for (i = 0; i < READ_PORTS; i++) begin
        always_comb begin
            if (BYPASS_EN != 0) begin : bypass_path
                if (re[i]) begin
                    if (we && (raddr[i] == waddr))
                        rdata[i] = wdata;
                    else
                        rdata[i] = memData[raddr[i]];
                end else begin
                    rdata[i] = '0;
                end
            end else begin : non_bypass_path
                rdata[i] = re[i] ? memData[raddr[i]] : '0;
            end
        end
    end
endgenerate
always_ff @(posedge clock) begin
    if (reset) begin
        memData        <= '0;
    end else if (we) begin
        memData[waddr] <= wdata;
    end
end
endmodule
```
**./run.sh**
```bash
#!/bin/bash
# OpenROAD 26Q1-2900-gdf79404cd8, Yosys 0.63+post, stock flow scripts
make -C /OpenROAD-flow-scripts/flow DESIGN_CONFIG=/design/flow/config.mk WORK_HOME=/design/flow/orfs finish
```
==> flow_summary.yaml <==
# synthesis and place-and-route metrics
outcome:
  outcome: "complete, no violations"
run:
  tool_warnings: 44
  max_cap_viol_count: 0
place:
  portBuffers: 77
  place.gp.congestion: 0.8746
  dp.final_hpwl_um: 83540
floorplanning:
  chipArea_um2: 147900
  core_area_um2: 145400
  fp.dieH_um: 384.6
  ios: 78
  die_w_um: 384.6
  fp_util_pct: 30.21
  rows: 140
routing:
  drcViolationCount: 0
  via_per_inst: 5.207
  wl_per_cell_um: 20.13
  firstDrtPassIters: 8
  drtIter0Drc: 2840
  wl_um: 141800
  ant_nets: 0
  via_count: 36670
final_timing:
  fmax_ghz: 0.1679
  final_hold_viol_count: 0
  rsz0062_at_grt: "false"
  setup_viol: 0
  fin_tns_setup_ns: 0
  min_period_ns: 5.956
  maxSlewHeadroom_pct: 45.13
  finalCritPeriodShare_pct: 85.09
  timing.final.max_slew_violations: 0
  fin_skew_ns: 0
  tightest_slew_ns: 0.8210
worst_setup_path:
  ff2ff_path_depth: 2
  worstPathArrival_ns: 4.56
  critPathKind: "input pin to primary output"
  crit_slowest_cell: "buf_4"
  cpPeakStageDelay_ns: 0.58
  r2r_start: "memData[216]"
  setup.worst_path.start_class: "input pin"
  critPathLaunch: "raddr[0]"
  worst_setup_path_end_kind: "primary output"
  reg2reg_to: "memData[216]"
  cp_common_cell: "buf_4"
  rrSetupSlack_ns: 6.35
  crit_chain: "buf_4 > buf_4 > mux4_2 > mux2_2 > o221ai_1 > a31oi_1 > clkdlybuf4s50_1"
  cp.required_ns: 5.60
  cp_max_fo: 28
clock_tree:
  h-tree-depth: 3
  numCtsBuffers: 102
  cts-hold-fix-buffers: 0
  cts_setup_buffers: 0
  tritoncts: "yes"
  insertion_delay_ns: 0.67
  numClockSinks: 1024
  cts_buffer_depth: 3
  root_buffer: "clkbuf_16"
  clkTransAtPathRegs_ns: 0.06
  cts_resized: 0
global_routing:
  grt_pass1_wl_um: 215800
  grt_antenna_before_repair: 7
  grt-ovfl-total: 0
  grt_use_total_pct: 19.59
  grt_max_degree: 167
  grt_pass1_vias: 35190
cells_and_area:
  lay_top_count: "nand2_1"
  drive_above_1_share_pct: 12.00
  top_register: "memData"
  nFillCells: 14460
  largest_reg_flops: 1024
  layout_top_cells: "nand2_1, a21oi_1, dfxtp_1"
  utilization_pct: 34.16
  top_regs: "memData: 1024 flops"
  area_growth_pct: 13.07
hold_path:
  whs_path_depth: 2
  hold_path_startpoint: "memData[87]"
  hp-class: "flip-flop to flip-flop"
  min_to: "memData[87]"
synthesis:
  netlist_area_um2: 43920
  ys.flop_type: "dfxtp_1"
  syn_avg_cell_area_um2: 8.408
  ys_warn_count: 0
  synth.distinct_cells: 40
  syn-instance-count: 5224
  yosysSeqAreaShare_pct: 46.67
  ys_cells: 5224
  synth_flops: 1024
  ys_async_sr_fraction_pct: 0
  edf_count: 0
  yosysChipArea_um2: 43920
power:
  peakVddDrop_uv: 203.0
  leakagePower_nw: 15.77
  p_per_area_nw_per_um2: 248.3
## cells in the mapped netlist (all sizes together) (2+ instances only)
cell type	instances	area share, %
a21oi	1024	12
a221oi	23	0.47
a22oi	32	0.55
a31oi	32	0.46
and3	2	0.028
and3b	5	0.10
buf	181	2.5
clkbuf	329	2.8
dfxtp	1024	47
mux2	64	1.6
mux2i	64	1.5
mux4	224	12
nand2	2098	18
nand3	2	0.023
nand3b	5	0.085
nor2	35	0.46
nor2b	2	0.034
nor3b	4	0.080
o2111ai	9	0.18
o21ai	23	0.26
o221ai	32	0.64
or3b	4	0.080
## cell type report
cell class	instances	area (µm²)	share of cell area, %
inverters	1	5.005	0.01008
well taps	1917	2399	4.830
multi-input cells	3689	21250	42.80
flip-flops and latches	1024	20500	41.28
clock inverters	34	416.7	0.8390
clock buffers	157	3103	6.248
diodes	3	7.507	0.01512
repair buffers	218	1977	3.981
## worst max-delay path by stage
stage | end | slack (ns) | cells past startpoint
after CTS | rdata[15] | 1.05 | 7
after global routing | rdata[15] | 0.85 | 7
final | rdata[15] | 1.04 | 7
## per-stage QoR
step,hold WS [ns],cells,cell area [µm²],power (mW),setup slack [ns]
after CTS,0.4523,7040,49650,12.41,1.053
final,0.4497,7043,49660,12.33,1.044
after global routing,0.4629,7041,49660,12.71,0.8515
after floorplan,0.4315,5224,43920,6.472,2.912
after global placement,0.4364,6849,46130,6.730,1.039
after detailed placement,0.4434,6849,46130,6.737,1.064
## routing by layer
layer | vias up | share of wire (%) | track usage [%]
li1 | 17260 | - | -
met1 | 17670 | 41 | 26.39
met2 | 1445 | 47 | 31.22
met3 | 278 | 9.1 | 6.062
met4 | 12 | 2.7 | 4.902
met5 | - | 0.040 | 0
## worst max-delay path: cells and delay by family
family                 cells  cell delay [ns]
muxes                      2             0.90
AOI/OAI and AO/OA          2             0.64
buffers and inverters      3             1.57
## report_power, final
part | leakage (nW) | total (mW) | switching (mW) | internal [mW]
Combinational | 5.79 | 0.724 | 0.506 | 0.217
Sequential | 8.25 | 5.89 | 0.0197 | 5.87
Clock | 1.73 | 5.72 | 2.37 | 3.35
Total | 15.8 | 12.3 | 2.90 | 9.43
## cells by family (layout without fill, tap and decap cells)
family                 after synthesis  in the layout  share of synthesized area [%]
AND/OR/NAND/NOR                   2162           2162                          18.89
flip-flops                        1024           1024                          46.67
other                                0              3                              0
AND-OR/OR-AND                     1175           1175                          14.22
buffers and inverters              511            410                          5.358
multiplexers                       352            352                          14.85
Power is estimated from default activity; no workload was simulated.
